[flow/design.v]
module pio_fifo (
  input             clk,
  input             reset,
  input             push,
  input             pull,
  input [31:0]      din,
  input [1:0]       margin,
  output [31:0]     dout,
  output            empty,
  output            full,
  output            margin_empty,
  output            margin_full,
  output [2:0]      level
);
  reg [31:0] arr [0:3];
  reg [1:0]  first;
  reg [1:0]  next;
  reg [2:0]  count;
  wire do_pull = pull && !empty;
  wire do_push = push && !full;
  always @(posedge clk) begin
    if (reset) begin
      first <= 0;
      next <= 0;
      count <= 0;
    end else begin
      if (do_push) begin
        next <= next + 1;
        arr[next] <= din;
        if (!do_pull) count <= count + 1;
      end
      if (do_pull) begin
        first <= first + 1;
        if (!do_push) count <= count - 1;
      end
    end
  end
  assign empty = count == 0;
  assign margin_empty = (count <= {1'd0, margin});
  assign full = count == 4;
  assign margin_full = (count >= (3'd4 - {1'd0, margin}));
  assign dout = arr[first];
  assign level = count;
endmodule
[flow/constraint.sdc]
current_design pio_fifo

set clk_period 6.1
set clk_io_pct 0.2

create_clock -name clk0 -period $clk_period [get_ports {clk}]

set non_clock_inputs [all_inputs -no_clocks]
set_input_delay [expr $clk_period * $clk_io_pct] -clock clk0 $non_clock_inputs
set_output_delay [expr $clk_period * $clk_io_pct] -clock clk0 [all_outputs]
[flow/config.mk]
export PLATFORM = sky130hd
export DESIGN_NAME = pio_fifo
export DESIGN_NICKNAME = pio_fifo
export VERILOG_FILES = /design/flow/design.v
export SDC_FILE = /design/flow/constraint.sdc
export NUM_CORES = 4
export LEC_CHECK = 1
export CORE_UTILIZATION = 30
[flow/run.sh]
#!/bin/bash
# OpenROAD 26Q1-2900-gdf79404cd8, Yosys 0.63+post, stock flow scripts
make -C /OpenROAD-flow-scripts/flow DESIGN_CONFIG=/design/flow/config.mk WORK_HOME=/design/flow/orfs finish
==> results_tabular.tex <==
% Yosys + OpenROAD metrics
\begin{tabular}{lr}
\hline
Metric & Value \\
\hline
\multicolumn{2}{l}{\textbf{Logic synthesis}} \\
\quad Post-Syn Instances & 243 \\
\quad Yosys Warn Count & 1 \\
\quad Post-synth EDFFs & 128 \\
\quad Area fraction in xor and xnor cells & 0.926\% \\
\quad Distinct lib cells & 28 \\
\quad Synth Cell Area & 5270 um2 \\
\quad Yosys stat cell total & 243 \\
\quad Multiplexer area fraction after synthesis & 13.9\% \\
\quad Chip Area, Yosys & 5270 um2 \\
\quad Yosys adder share & 2.85\% \\
\quad Primary FF master, synth & sky130\_fd\_sc\_hd\_\_edfxtp\_1 \\
\quad Fraction of post-synthesis cell area in the top cell type by area & 73.0\% \\
\quad Register share after synthesis & 76.4\% \\
\quad Post-synth area hogs & sky130\_fd\_sc\_hd\_\_edfxtp\_1 (73\%), sky130\_fd\_sc\_hd\_\_mux4\_2 (14\%), sky130\_fd\_sc\_hd\_\_dfxtp\_1 (3.4\%), sky130\_fd\_sc\_hd\_\_ha\_1 (2.9\%), sky130\_fd\_sc\_hd\_\_buf\_6 (0.86\%) \\
\quad Main logic family after synthesis & multiplexers \\
\quad Flops out of synthesis & 137 \\
\quad Most area-hungry cell type in the Yosys netlist & sky130\_fd\_sc\_hd\_\_edfxtp\_1 \\
\quad Post-synthesis average cell area & 21.7 um2 \\
\quad Simple logic cell fraction of the synthesized area & 2.09\% \\
\quad Synth cell count leaders & sky130\_fd\_sc\_hd\_\_edfxtp\_1 (128), sky130\_fd\_sc\_hd\_\_mux4\_2 (32), sky130\_fd\_sc\_hd\_\_ha\_1 (12), sky130\_fd\_sc\_hd\_\_inv\_1 (12) \\
\quad Complex-gate fraction of the synthesized area & 1.71\% \\
\quad Synth async-reset ratio & 0\% \\
\quad Cell with the most instances after synthesis & sky130\_fd\_sc\_hd\_\_edfxtp\_1 \\
\multicolumn{2}{l}{\textbf{Clock tree}} \\
\quad CTS clk-pin slew, worst paths & 0.05 ns \\
\quad Cell resize tally after clock tree synthesis & 0 \\
\quad TritonCTS clock tree & done \\
\quad Maximum buffer depth of the clock tree & 2 \\
\quad Insertion delay of the later-clocked pin in the worst-skew pair & 0.41 ns \\
\quad Number of post-CTS setup repair buffers & 0 \\
\quad Root buf cell & sky130\_fd\_sc\_hd\_\_clkbuf\_16 \\
\quad Sink count of the clock tree & 137 \\
\quad Htree depth & 4 \\
\quad Post-cts hold buffer count & 0 \\
\quad Number of buffers added by the clock tree synthesis step & 17 \\
\multicolumn{2}{l}{\textbf{Drt}} \\
\quad Routed wire per std cell & 16.3 um \\
\quad DRC violation count after routing & 0 \\
\quad Iteration tally of the first detailed-router pass & 4 \\
\quad Antenna Violating Nets Remaining & 0 \\
\quad Detailed Route WL & 9320 um \\
\quad Vias after detailed routing & 2566 \\
\quad Drt via density & 4.48 \\
\quad Number of DRC markers in iteration 0 & 133 \\
\quad Ant diodes & 0 \\
\multicolumn{2}{l}{\textbf{Critical path}} \\
\quad Worst path slowest cell & sky130\_fd\_sc\_hd\_\_clkdlybuf4s50\_1 \\
\quad Maximum fanout encountered on the critical timing path & 2 \\
\quad Crit path buffers/inverters & 4 \\
\quad Kind of critical path & input pin to output pin \\
\quad Reg2Reg Depth & 6 \\
\quad Top Family by Delay on Critical Path & buffers and inverters \\
\quad Levels on crit path & 9 \\
\quad Element type at the critical path start & input pin \\
\quad Max stage delay on crit path & 0.49 ns \\
\quad Critical Path AT & 3.03 ns \\
\quad Data required time at the worst endpoint & 4.88 ns \\
\quad Cells along the critical path & clkdlybuf4s50\_1, inv\_1, ha\_1, inv\_1, ha\_1, o21ai\_0, nand2b\_1, a21o\_1, clkdlybuf4s50\_1 \\
\quad Endpoint type of the worst setup path & output pin \\
\multicolumn{2}{l}{\textbf{Timing}} \\
\quad RSZ-0062 raised after global routing & false \\
\quad Slew at the pin closest to its max-slew limit & 0.548 ns \\
\quad Period Utilization, post-route & 69.6\% \\
\quad Slew headroom & 63.5\% \\
\quad Peak Freq & 235 MHz \\
\quad Final Critical Period & 4.25 ns \\
\quad Final setup violation count & 0 \\
\quad Worst Hold Margin & 0.535 ns \\
\quad Worst setup skew after layout & 0.00484 ns \\
\quad Setup\_tns & 0 ns \\
\quad Final Slew Violations & 0 \\
\quad Count of endpoints failing hold in the final timing report & 0 \\
\multicolumn{2}{l}{\textbf{GRT}} \\
\quad Number of global-route vias before repair & 2832 \\
\quad Total gr overflow & 0 \\
\quad Total GRT Usage & 11.8\% \\
\quad Antenna violations before repair & 0 \\
\quad Wire length of the first global-routing pass & 14800 um \\
\quad Maximum number of pins on one net before global-route repair & 23 \\
\multicolumn{2}{l}{\textbf{Layout}} \\
\quad \# fillers & 1513 \\
\quad MI comb area & 1130 um2 \\
\quad Area added between synthesis and finish & 30.3\% \\
\quad Final core utilization & 39.8\% \\
\quad Footprint of the flip-flops and latches & 4030 um2 \\
\quad Ratio of cells with drive above 1 in the final layout & 19.8\% \\
\quad Filler-free cell count of the finished design & 573 \\
\multicolumn{2}{l}{\textbf{Floorplan}} \\
\quad Die area & 18100 um2 \\
\quad Floorplan core density & 30.6\% \\
\quad Die height & 135 um \\
\quad Total core area & 17200 um2 \\
\quad Die outline width & 135 um \\
\quad I/O pin count & 77 \\
\quad Cell Rows & 48 \\
\multicolumn{2}{l}{\textbf{Min path}} \\
\quad Worst hold path class & flop to flop \\
\quad Cell depth of the worst min-delay path & 2 \\
\multicolumn{2}{l}{\textbf{Placement}} \\
\quad I/O Buffers & 76 \\
\quad Routability cong. & 0.721 \\
\quad Post-DP HPWL & 5670 um \\
\quad DP Cell Count & 541 \\
\multicolumn{2}{l}{\textbf{Power and ir drop}} \\
\quad Sum of internal, switching and leakage power & 0.00271 W \\
\quad Worst VDD drop & 181 uV \\
\quad Cell area power density & 395 nW/um2 \\
\quad Leakage power & 2.27 nW \\
\multicolumn{2}{l}{\textbf{Status}} \\
\quad Outcome & finished, final reports clean \\
\multicolumn{2}{l}{\textbf{Job}} \\
\quad Reported max-cap violation count & 0 \\
\quad Number of logged tool warnings & 30 \\
\hline
\end{tabular}
[through the flow]
| step | setup WS, ns | cell area [um2] |
|---|---|---|
| after floorplan | 2.81 | 5270 |
| after global placement | 1.88 | 6290 |
| after detailed placement | 1.86 | 6290 |
| after CTS | 1.85 | 6860 |
| after global routing | 1.71 | 6860 |
| final | 1.85 | 6860 |
[cell type report]
cell class                      count  area share, %
Clock buffer                       21           6.42
Clock inverter                     11           1.88
Inverter                           12          0.656
Multi-Input combinational cell     85           16.5
Sequential cell                   137           58.7
Tap cell                          225           4.10
Timing Repair Buffer               82           11.7
[power by group]
| group | leakage (nW) | switching, W | internal (W) |
|---|---|---|---|
| registers | 1.24 | 0.0000577 | 0.00109 |
| clock network | 0.279 | 0.000346 | 0.000634 |
| logic | 0.758 | 0.000191 | 0.000385 |
| total | 2.27 | 0.000595 | 0.00211 |
[metal layers]
metal	track usage (%)	vias up	share of wire (%)
li1	-	1173	-
met1	16.7	1263	43
met2	17.6	119	47
met3	6.32	11	8.9
met4	1.69	0	1.7
met5	0	-	0
[logic make-up after synthesis]
logic type / after synthesis
compound gates: 13
simple gates: 23
mux: 33
flops: 137
buf+inv: 21
fa+ha+maj: 12
xor+xnor: 4
[worst paths after layout]
kind,slack (ns),from,endpoint
setup / recovery,1.85,margin[0],margin_full
hold reg to reg,0.54,first[0],first[0]
hold / removal,0.54,first[0],first[0]
setup reg to reg,3.57,count[1],arr[0][4]
[sequential cells by signal (all words and copies together), names as in the netlist, named ones only]
register  cells
arr         128
first         2
next          2
count         2
[placed cells by master (no fill, tap or decap)]
| cell | n |
|---|---|
| sky130_fd_sc_hd__edfxtp_1 | 128 |
| sky130_fd_sc_hd__clkdlybuf4s50_1 | 76 |
| sky130_fd_sc_hd__mux4_2 | 32 |
| sky130_fd_sc_hd__clkbuf_16 | 17 |
| sky130_fd_sc_hd__inv_1 | 12 |
| sky130_fd_sc_hd__ha_1 | 12 |
| sky130_fd_sc_hd__nor2_1 | 9 |
| sky130_fd_sc_hd__dfxtp_1 | 7 |
| sky130_fd_sc_hd__buf_4 | 6 |
| sky130_fd_sc_hd__and2_2 | 4 |
| sky130_fd_sc_hd__clkbuf_1 | 4 |
| sky130_fd_sc_hd__clkinv_1 | 4 |
| sky130_fd_sc_hd__a21oi_1 | 3 |
| sky130_fd_sc_hd__nand2_1 | 3 |
| sky130_fd_sc_hd__clkinv_2 | 3 |
| sky130_fd_sc_hd__bufinv_16 | 3 |
| sky130_fd_sc_hd__nand2b_1 | 2 |
| sky130_fd_sc_hd__o21ai_0 | 2 |
| sky130_fd_sc_hd__xor2_1 | 2 |
| sky130_fd_sc_hd__nand3_1 | 2 |
| sky130_fd_sc_hd__a21boi_0 | 2 |
| sky130_fd_sc_hd__dfxtp_2 | 2 |
| sky130_fd_sc_hd__and2_1 | 1 |
| sky130_fd_sc_hd__a21bo_1 | 1 |
| sky130_fd_sc_hd__a21o_1 | 1 |
| sky130_fd_sc_hd__xnor3_1 | 1 |
| sky130_fd_sc_hd__xnor2_1 | 1 |
| sky130_fd_sc_hd__a21oi_2 | 1 |
| sky130_fd_sc_hd__o211a_1 | 1 |
| sky130_fd_sc_hd__a211oi_1 | 1 |
| sky130_fd_sc_hd__nor3_1 | 1 |
| sky130_fd_sc_hd__nor4_1 | 1 |
| sky130_fd_sc_hd__o22ai_1 | 1 |
| sky130_fd_sc_hd__mux2i_1 | 1 |
| sky130_fd_sc_hd__clkinv_4 | 1 |
[worst reg2reg max path, stage by stage, from the launching register on]
cell and delay (ns):
sky130_fd_sc_hd__dfxtp_1 0.45, sky130_fd_sc_hd__inv_1 0.12, sky130_fd_sc_hd__ha_1 0.25, sky130_fd_sc_hd__a21bo_1 0.28, sky130_fd_sc_hd__nor2_1 0.26, sky130_fd_sc_hd__and2_2 0.43
sky130_fd_sc_hd__buf_4 0.40
Power and IR drop assume default switching activity.
